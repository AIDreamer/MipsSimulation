==> flow/design.v <==
module pipeReg_EM(CLK, 
		  InstructE, RegWriteE, MemtoRegE, MemWriteE, 
		  JumpE, LinkE, JumpRegE, ALUOutE, 
		  WriteDataE, WriteRegE, SrcAE, SrcBE, PCPlus8E, JumpAddrE,
		  WriteLoHiE, loHi_dataE, StoreByteE, LoadByteE,
                  InstructM, RegWriteM, MemtoRegM, MemWriteM, 
		  JumpM, LinkM, JumpRegM, ALUOutM, 
		  WriteDataM, WriteRegM, SrcAM, SrcBM, PCPlus8M, JumpAddrM,
		  WriteLoHiM, loHi_dataM, StoreByteM, LoadByteM,
		  );
   input CLK;
   input [31:0] InstructE;
   input 	RegWriteE;
   input 	MemtoRegE;
   input 	MemWriteE;
   input 	JumpE;
   input 	LinkE;
   input 	JumpRegE; 
   input [31:0] ALUOutE;
   input [31:0] WriteDataE;
   input [4:0] 	WriteRegE;
   input [31:0] SrcAE, SrcBE;
   input [31:0] PCPlus8E;
   input [31:0] JumpAddrE;   
   input 	WriteLoHiE;
   input [63:0] loHi_dataE;
   input 	StoreByteE;
   input 	LoadByteE;
   output [31:0] InstructM;
   output 	 RegWriteM;
   output 	 MemtoRegM;
   output 	 MemWriteM;
   output 	 JumpM;
   output 	 LinkM;
   output 	 JumpRegM;
   output [31:0] ALUOutM;
   output [31:0] WriteDataM;
   output [4:0]  WriteRegM;
   output [31:0] SrcAM, SrcBM;
   output [31:0] PCPlus8M;
   output [31:0] JumpAddrM;
   output 	 WriteLoHiM;
   output [63:0] loHi_dataM;
   output 	 StoreByteM;
   output 	 LoadByteM;
   reg [31:0]    InstructE_buf = 0;
   reg 		 RegWriteE_buf = 0;
   reg 		 MemtoRegE_buf = 0;
   reg 		 MemWriteE_buf = 0;
   reg 		 JumpE_buf = 0;
   reg 		 LinkE_buf = 0;
   reg 		 JumpRegE_buf = 0;
   reg [31:0] 	 ALUOutE_buf = 0;
   reg [31:0] 	 WriteDataE_buf = 0;
   reg [4:0] 	 WriteRegE_buf = 0;
   reg [31:0] 	 SrcAE_buf, SrcBE_buf = 0;
   reg [31:0] 	 PCPlus8E_buf = 0;
   reg [31:0] 	 JumpAddrE_buf = 0;
   reg 		 WriteLoHiE_buf = 0;
   reg [63:0] 	 loHi_dataE_buf = 0;
   reg 		 StoreByteE_buf = 0;
   reg 		 LoadByteE_buf = 0;
   assign InstructM = InstructE_buf;
   assign RegWriteM = RegWriteE_buf;
   assign MemtoRegM = MemtoRegE_buf;
   assign MemWriteM = MemWriteE_buf;
   assign JumpM = JumpE_buf;
   assign LinkM = LinkE_buf;
   assign JumpRegM = JumpRegE_buf;
   assign ALUOutM = ALUOutE_buf;
   assign WriteDataM = WriteDataE_buf;
   assign WriteRegM = WriteRegE_buf;
   assign SrcAM = SrcAE_buf;
   assign SrcBM = SrcBE_buf;
   assign PCPlus8M = PCPlus8E_buf;
   assign JumpAddrM = JumpAddrE_buf;
   assign WriteLoHiM = WriteLoHiE_buf;
   assign loHi_dataM = loHi_dataE_buf;
   assign StoreByteM = StoreByteE_buf;
   assign LoadByteM = LoadByteE_buf;
   always @(posedge CLK) begin
      InstructE_buf <= InstructE;
      RegWriteE_buf <= RegWriteE;
      MemtoRegE_buf <= MemtoRegE;
      MemWriteE_buf <= MemWriteE;
      JumpE_buf <= JumpE;
      LinkE_buf <= LinkE;
      JumpRegE_buf <= JumpRegE;
      ALUOutE_buf <= ALUOutE;
      WriteDataE_buf <= WriteDataE;
      WriteRegE_buf <= WriteRegE;
      SrcAE_buf <= SrcAE;
      SrcBE_buf <= SrcBE;
      PCPlus8E_buf <= PCPlus8E;
      JumpAddrE_buf <= JumpAddrE;
      WriteLoHiE_buf <= WriteLoHiE;
      loHi_dataE_buf <= loHi_dataE;
      StoreByteE_buf <= StoreByteE;    
      LoadByteE_buf <= LoadByteE;
   end
endmodule
==> flow/run.sh <==
#!/bin/bash
# OpenROAD 26Q1-2900-gdf79404cd8, Yosys 0.63+post, stock flow scripts
make -C /OpenROAD-flow-scripts/flow DESIGN_CONFIG=/design/flow/config.mk WORK_HOME=/design/flow/orfs finish
==> flow/config.mk <==
export PLATFORM = sky130hd
export DESIGN_NAME = pipeReg_EM
export DESIGN_NICKNAME = pipeReg_EM
export VERILOG_FILES = /design/flow/design.v
export SDC_FILE = /design/flow/constraint.sdc
export NUM_CORES = 4
export LEC_CHECK = 1
export CORE_AREA = 10 10 237 237
export DIE_AREA = 0 0 247 247
==> flow/constraint.sdc <==
current_design pipeReg_EM

set clk_period 1.0
set clk_io_pct 0.2

create_clock -name clk0 -period $clk_period [get_ports {CLK}]

set non_clock_inputs [all_inputs -no_clocks]
set_input_delay [expr $clk_period * $clk_io_pct] -clock clk0 $non_clock_inputs
set_output_delay [expr $clk_period * $clk_io_pct] -clock clk0 [all_outputs]
==> results.toml <==
# flow metrics
[final_layout]
comb_cells = 0
area_growth_pct = 107.0
utilization = 0.2444
post_route_cells_drive_above_1_share = 0.4207
mi_logic_area_um2 = 0
nFillCells = 5399

[route]
drc = 0
detailedRoute.firstIterationViolations = 63
diodes = 0
routed_via_density = 2.843
post_drt_wl_per_cell_um = 15.58
detail_route.wirelength_um = 25530
routed-via-count = 4657
ant_nets = 0
first_drt_pass_iteration_count = 3

[floorplanning]
die_height_um = 247
core_region_area_um2 = 51200
floorplan.rows = 83
core_util_floorplan = 0.1181
floorplan.io_pins = 605
chip_area_um2 = 61010
die.size.x_um = 247

[final_timing]
final_period_minus_worst_setup_slack_ns = 1.190
clock.fmax_ghz = 0.8403
setup_ws_ns = -0.1900
final_min_period_over_clock_period = 1.190
whs_ns = 0.07770
rsz0062_at_grt = "true"
finalSetupViolCount = 302
timing_max_transition_violations_final = 0
maxSlewHeadroom = 0.8730
finalSetupTns_ns = -46.07
final-hold-violation-count = 0
worstMarginPinSlew_ns = 0.1905

[clocking]
cts_buffers = 31
cts_setup_buffers = 0
h_tree_levels = 1
cts.clk_slew.worst_paths_ns = 0.06
cts.sinks = 302
cts_root_buf = "clkbuf_16"
tritoncts_clock_tree = "yes"
worst_case_clock_buffer_depth = 3

[pwr]
p_comb_frac = 0.070
power_frac_clock = 0.426
fin_total_pwr_uw = 25500
internal_power_uw = 20590
power.leakage_uw = 0.005405
power.ir.vdd_worst_uv = 1401
netSwitchingPower_uw = 4907
power_switching_share = 0.1925
seqPwrFrac = 0.504
cellPowerDensity_nw_per_um2 = 2037

[outcome]
violations = "negative setup slack"
outcome = "finished with violations"

[setup_path]
endpoint = "InstructM[22]"
cp.arrival_ns = 0.99
timing.critical_path.depth = 1
timing.setup.critical_path_class = "flop to output pin"
path_max_fanout = 1
crit_chain = "buf_6"
cp.buffers_inverters = 1
critical_path.max_stage_delay_ns = 0.32
worstSetupEndpointType = "output pin"
setup.worst_path.start_class = "flop"
crit_path_max_delay_cell_type = "dfxtp_2"
critical_path.startpoint = "InstructE_buf[22]"
timing.critical_path.max_delay_family = "flip-flops"
required_arrival_time_at_the_worst_endpoint_ns = 0.80

[synth]
synthesis.area_per_instance_um2 = 20.02
synth_flop_count = 302
synth_cell_types = 1
synth_area_leader_cell = "dfxtp_1"
synth-warning-count = 1
synth.yosys.num_cells = 302
synthTopCellsByArea = "dfxtp_1 (100%)"
yosysSeqAreaShare = 1.000
yosys.stat.chipArea_um2 = 6046
mappedNetlistArea_um2 = 6046
synthesis.instances = 302
yosys.area.top_type_share = 1.000

[global_routing]
overall_routing_resource_usage = 0.07698
grt-ovfl-total = 0
grt_pass1_wl_um = 34640
first_global_vias = 5045
grt_max_degree = 15
number_of_antenna_violations_at_the_first_check_in_global_routing = 2

[placed_design]
port_buffers = 604
post-dp-hpwl_um = 20980
place_congestion = 0.8667

[min_path]
holdPathStages = 1
hold_class = "input port to flop"

[run]
maxCapViolCount = 0
stage_log_warnings = 27
-- power by group through the flow --
stage	Sequential [µW]	Clock (µW)	Combinational (µW)
CTS	12800	11300	1830
global route	12900	11700	1940
finish	12800	10900	1780
-- cells in the final DEF, fill, tap and decap left out, drive strengths merged --
master | netlist | final
clkbuf | 0 | 44
buf | 0 | 302
clkinvlp | 0 | 1
clkinv | 0 | 5
dfxtp | 302 | 302
clkdlybuf4s50 | 0 | 302
bufinv | 0 | 2
-- worst min-delay path by stage --
stage	slack, ns	endpoint	start
4_1_cts	0.03	SrcAE_buf[16]	SrcAE[16]
5_1_grt	0.02	SrcAE_buf[16]	SrcAE[16]
6_report	0.08	loHi_dataE_buf[16]	loHi_dataE[16]
-- kinds of logic after synthesis --
group,Yosys count,synth area share
flops,302,1.000
-- repair_timing --
item,4_1_cts,5_1_grt
gates resized,1009,28
hold endpoints to repair,0,0
endpoints found under the setup margin,302,302
hold buffers,0,0
pin swaps,0,0
-- per-stage QoR --
stage / setup slack [ns] / cells / area [µm²]
finish: -0.1900 / 1638 / 12510
global route: -0.2546 / 1638 / 12510
CTS: -0.2521 / 1638 / 12440
detailed placement: -0.07384 / 1586 / 12940
global placement: -0.06410 / 1586 / 12940
floorplan: 0.5385 / 302 / 6046
-- sequential cells by signal, indices dropped and copies added (netlist names), 5 cells and up --
signal	cells
loHi_dataE_buf	64
ALUOutE_buf	32
InstructE_buf	32
JumpAddrE_buf	32
PCPlus8E_buf	32
SrcAE_buf	32
SrcBE_buf	32
WriteDataE_buf	32
WriteRegE_buf	5
-- cells in the mapped netlist, drive strengths merged --
| cell type | number |
|---|---|
| dfxtp | 302 |
-- final cells by class --
type	count	area [µm²]	share of cell area
flip-flops and latches	302	6118	0.4889
well taps	680	850.8	0.06799
clock inverters	8	96.34	0.007698
clock buffers	44	864.6	0.06909
repair buffers	604	4584	0.3663
-- routing by layer --
layer | vias to the layer above | wire length, µm | global-route usage
met5 | - | 18 | 0
met3 | 37 | 3329 | 0.04143
met2 | 318 | 13350 | 0.1390
met1 | 2093 | 8225 | 0.07590
li1 | 2207 | - | -
met4 | 2 | 600 | 0.01660
Power figures rest on the tool's default switching activity, not on a simulated workload.
