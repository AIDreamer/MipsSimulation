==> design.v <==
module pipeReg_DE(CLK, FlushE, 
		  InstructD, RegWriteD, MemtoRegD, MemWriteD, ALUControlD,
		  ALUSrcD, RegDstD, JumpD, LinkD, JumpRegD, BranchD, 
		  RD1D, RD2D, RsD, RtD, RdD, SignImmD,
		  PCPlus8D, JumpAddrD, WriteLoHiD, StoreByteD, LoadByteD,
		  ReadHiD, ReadLoD,
                  InstructE, RegWriteE, MemtoRegE, MemWriteE, ALUControlE, 
		  ALUSrcE, RegDstE, JumpE, LinkE, JumpRegE, BranchE, 
		  RD1E, RD2E, RsE, RtE, RdE, SignImmE,
		  PCPlus8E, JumpAddrE, WriteLoHiE, StoreByteE, LoadByteE,
		  ReadHiE, ReadLoE);
   input CLK;
   input FlushE;  
   input [31:0] InstructD;
   input 	RegWriteD;
   input 	MemtoRegD;
   input 	MemWriteD;
   input [3:0] 	ALUControlD;
   input 	ALUSrcD;
   input 	RegDstD;
   input 	JumpD;
   input 	LinkD;
   input 	JumpRegD; 
   input 	BranchD;
   input [31:0] RD1D;
   input [31:0] RD2D;
   input [4:0] 	RsD;
   input [4:0] 	RtD;
   input [4:0] 	RdD;
   input [31:0] SignImmD;
   input [31:0] PCPlus8D;
   input [31:0] JumpAddrD;
   input        WriteLoHiD;
   input 	StoreByteD;
   input 	LoadByteD;
   input 	ReadLoD;
   input 	ReadHiD;
   output [31:0] InstructE;
   output 	 RegWriteE;
   output 	 MemtoRegE;
   output 	 MemWriteE;
   output [3:0]  ALUControlE;
   output 	 ALUSrcE;
   output 	 RegDstE;
   output 	 JumpE;
   output	 LinkE;
   output 	 JumpRegE;
   output 	 BranchE;
   output [31:0] RD1E;
   output [31:0] RD2E;
   output [4:0]  RsE;
   output [4:0]  RtE;
   output [4:0]  RdE;
   output [31:0] SignImmE;
   output [31:0] PCPlus8E;
   output [31:0] JumpAddrE;
   output 	 WriteLoHiE;
   output 	 StoreByteE;
   output 	 LoadByteE;
   output 	 ReadLoE;
   output 	 ReadHiE;
   reg [31:0]    InstructD_buf = 0;
   reg 		 RegWriteD_buf = 0;
   reg 		 MemtoRegD_buf = 0;
   reg 		 MemWriteD_buf = 0;
   reg [3:0] 	 ALUControlD_buf = 0;
   reg 		 ALUSrcD_buf = 0;
   reg 		 RegDstD_buf = 0;
   reg 		 JumpD_buf = 0;
   reg 		 LinkD_buf = 0;
   reg 		 JumpRegD_buf = 0;
   reg 		 BranchD_buf = 0;
   reg [31:0] 	 RD1D_buf = 0;
   reg [31:0] 	 RD2D_buf = 0;
   reg [4:0] 	 RsD_buf = 0;
   reg [4:0] 	 RtD_buf = 0;
   reg [4:0] 	 RdD_buf = 0;
   reg [31:0] 	 SignImmD_buf = 0;
   reg [31:0] 	 PCPlus8D_buf = 0;
   reg [31:0] 	 JumpAddrD_buf = 0;
   reg 		 WriteLoHiD_buf = 0;
   reg 		 StoreByteD_buf = 0;
   reg 		 LoadByteD_buf = 0;
   reg 		 ReadLoD_buf = 0;
   reg 		 ReadHiD_buf = 0;
   assign InstructE = InstructD_buf;
   assign RegWriteE = RegWriteD_buf;
   assign MemtoRegE = MemtoRegD_buf;
   assign MemWriteE = MemWriteD_buf;
   assign ALUControlE = ALUControlD_buf;
   assign ALUSrcE = ALUSrcD_buf;
   assign RegDstE = RegDstD_buf;
   assign JumpE = JumpD_buf;
   assign LinkE = LinkD_buf;
   assign JumpRegE = JumpRegD_buf;
   assign BranchE = BranchD_buf;
   assign RD1E = RD1D_buf;
   assign RD2E = RD2D_buf;
   assign RsE = RsD_buf;
   assign RtE = RtD_buf;
   assign RdE = RdD_buf;
   assign SignImmE = SignImmD_buf;
   assign PCPlus8E = PCPlus8D_buf;
   assign JumpAddrE = JumpAddrD_buf;
   assign WriteLoHiE = WriteLoHiD_buf;
   assign StoreByteE = StoreByteD_buf;
   assign LoadByteE = LoadByteD_buf;
   assign ReadLoE = ReadLoD_buf;
   assign ReadHiE = ReadHiD_buf;
   always @(posedge CLK) begin
      if ( FlushE ) begin
	 InstructD_buf <= 32'b0;
	 RegWriteD_buf <= 1'b0;
	 MemtoRegD_buf <= 1'b0;
	 MemWriteD_buf <= 1'b0;
	 ALUControlD_buf <= 4'd0;
	 ALUSrcD_buf <= 1'b0;
	 RegDstD_buf <= 1'b0;
	 JumpD_buf <= 1'b0;
	 LinkD_buf <= 1'b0;
	 JumpRegD_buf <= 1'b0;
	 BranchD_buf <= 1'b0;
	 RD1D_buf <= 32'd0;
	 RD2D_buf <= 32'd0;
	 RsD_buf <= 5'd0;
	 RtD_buf <= 5'd0;
	 RdD_buf <= 5'd0;
	 SignImmD_buf <= 32'd0;
	 PCPlus8D_buf <= 32'd0;
	 JumpAddrD_buf <= 32'd0;
	 WriteLoHiD_buf <= 1'b0;
	 StoreByteD_buf <= 1'b0;
	 LoadByteD_buf <= 1'b0;
	 ReadHiD_buf <= 1'b0;
	 ReadLoD_buf <= 1'b0;
      end else begin 
	 InstructD_buf <= InstructD;
	 RegWriteD_buf <= RegWriteD;
	 MemtoRegD_buf <= MemtoRegD;
	 MemWriteD_buf <= MemWriteD;
	 ALUControlD_buf <= ALUControlD;
	 ALUSrcD_buf <= ALUSrcD;
	 RegDstD_buf <= RegDstD;
	 JumpD_buf <= JumpD;
	 LinkD_buf <= LinkD;
	 JumpRegD_buf <= JumpRegD;
	 BranchD_buf <= BranchD;
	 RD1D_buf <= RD1D;
	 RD2D_buf <= RD2D;
	 RsD_buf <= RsD;
	 RtD_buf <= RtD;
	 RdD_buf <= RdD;
	 SignImmD_buf <= SignImmD;
	 PCPlus8D_buf <= PCPlus8D;
	 JumpAddrD_buf <= JumpAddrD;
	 WriteLoHiD_buf <= WriteLoHiD;
	 StoreByteD_buf <= StoreByteD;
	 LoadByteD_buf <= LoadByteD;
	 ReadHiD_buf <= ReadHiD;
	 ReadLoD_buf <= ReadLoD;
      end
   end
endmodule
==> run.sh <==
#!/bin/bash
# OpenROAD 26Q1-2900-gdf79404cd8, Yosys 0.63+post, stock flow scripts
make -C /OpenROAD-flow-scripts/flow DESIGN_CONFIG=/design/flow/config.mk WORK_HOME=/design/flow/orfs finish
==> config.mk <==
export PLATFORM = sky130hd
export DESIGN_NAME = pipeReg_DE
export DESIGN_NICKNAME = pipeReg_DE
export VERILOG_FILES = /design/flow/design.v
export SDC_FILE = /design/flow/constraint.sdc
export NUM_CORES = 4
export LEC_CHECK = 1
export CORE_AREA = 10 10 254 254
export DIE_AREA = 0 0 264 264
==> constraint.sdc <==
current_design pipeReg_DE

set clk_period 1.0
set clk_io_pct 0.2

create_clock -name clk0 -period $clk_period [get_ports {CLK}]

set non_clock_inputs [all_inputs -no_clocks]
set_input_delay [expr $clk_period * $clk_io_pct] -clock clk0 $non_clock_inputs
set_output_delay [expr $clk_period * $clk_io_pct] -clock clk0 [all_outputs]
==> flow_summary_export.csv <==
group,metric,value,unit
status,outcome,"finished with violations",
status,violations,"setup timing",
global_routing,use_met3,4.365,%
yosys,postSynthSeqShare,67.04,%
power,power_density,1798,nW/um^2
critical_path,critPathMaxFanout,1,
placed_design,hpwlAfterDp,20830,um
yosys,yosysTopAreaCell,"dfxtp_1",
critical_path,path_delay_family,"flip-flops",
route,drtIter0Drc,154,
yosys,syn_area,6719,um^2
route,viasPerCell,2.843,
floorplan,rows,89,
yosys,yosys_cells,475,
cts,tritoncts,"yes",
placed_design,dp_slack,-0.3067,ns
layout,post-route-util,20.74,%
route,num_antenna_cells,0,
critical_path,path_class,"reg2out",
cts,clk_pin_slew,0.06,ns
timing,fmax,0.7797,GHz
cts,cts.sinks,225,
critical_path,crit_slowest_cell,"dfxtp_4",
timing,hold_viol,0,
power,peakVddDrop,1.111,mV
placed_design,place_congestion,0.8382,
yosys,synthCells,475,
layout,synthToLayoutAreaGrowth,82.18,%
yosys,synth_warnings,1,
global_routing,grtUsageTotal,7.067,%
critical_path,critPathLaunchType,"register",
cts,ctsLongestPathBuffers,3,
yosys,ys_types,7,
route,via_count,4970,
timing,fin_ws,-0.2826,ns
layout,final_area,12240,um^2
global_routing,antenna_found_initial,4,
yosys,synth_flops,225,
critical_path,critPathArrivalTime,1.08,ns
layout,nFillCells,6352,
yosys,synthTopCellsByCount,"225 x dfxtp_1, 95 x nor2b_1, 90 x nor2b_2, 40 x nor2b_4, 13 x buf_6",
layout,drive_gt1_share,48.72,%
min_path,min_path_type,"in2reg",
power,power.leakage,5.292,nW
yosys,synth.most_common_cell,"dfxtp_1",
global_routing,grt_use_met2,11.31,%
run,drv_cap,0,
cts,root_buffer,"clkbuf_16",
route,routedWlPerCell,14.58,um
yosys,synth_chip_area,6719,um^2
placed_design,dp_cells,1701,
timing,worst_pin_slew,0.3907,ns
route,first_pass_iters,4,
yosys,enable_flop_cells,0,
critical_path,cp.depth,1,
critical_path,crit_end,"JumpAddrE[12]",
global_routing,grt_max_degree,44,
critical_path,crit_start,"JumpAddrD_buf[12]$_SDFF_PP0_",
yosys,synthArstFlopShare,0,%
layout,fin_cells,1748,
critical_path,required,0.80,ns
global_routing,use_met1,7.945,%
placed_design,placed_area,12180,um^2
timing,setup_viol,230,
global_routing,first_global_vias,5507,
timing,fin_tns_setup,-32.03,ns
critical_path,cpPeakStageDelay,0.42,ns
critical_path,path_buffers,1,
placed_design,numPortBuffers,451,
yosys,synth.avg_cell_area,14.15,um^2
floorplan,core,59020,um^2
timing,rsz0062_at_grt,"true",
global_routing,grt_pass1_wl,36860,um
route,ant_nets,0,
global_routing,overflow,0,
timing,fin_crit_sh,128.3,%
cts,htree_num_levels,1,
floorplan,die_w,264,um
yosys,dominantRegCellSynth,"dfxtp_1",
floorplan,ios,452,
cts,cts_buffers,26,
timing,min_period,1.283,ns
timing,slew_headroom,73.95,%
timing,drv_slew,0,
floorplan,die_area,69700,um^2
yosys,synthTopCellsByArea,"dfxtp_1 67%, nor2b_2 12%, nor2b_1 8.8%, nor2b_4 8.2%, buf_6 2.2%",
critical_path,setup.worst_path.end_class,"output pin",
critical_path,cp_cell_sequence,"buf_6",
cts,post_cts_buffers,0,
floorplan,fp_util,11.38,%
route,wl,25480,um
global_routing,grt-busiest-layer,"met2",
route,drcViolationCount,0,
run,tool_warnings,27,
yosys,top_area_share,67.04,%
floorplan,die_h,264,um
-- flip-flops by register name (all words and copies together), names as in the netlist, 4 cells and up --
signal           flops
JumpAddrD_buf       32
RD1D_buf            32
PCPlus8D_buf        32
InstructD_buf       32
RtD_buf              5
RD2D_buf            32
RdD_buf              5
ALUControlD_buf      4
RsD_buf              5
SignImmD_buf        32
-- metrics by stage --
| stage | hold WS (ns) | power (mW) |
|---|---|---|
| 5_1_grt | 0.1630 | 23.07 |
| 4_1_cts | 0.1568 | 22.47 |
| 3_3_place_gp | 0.6106 | 12.44 |
| 6_report | 0.2069 | 22.00 |
| 2_1_floorplan | 0.3282 | 10.33 |
| 3_5_place_dp | 0.6060 | 12.44 |
-- cell usage in the layout (no fill, tap or decap) --
master and count:
buf_6 19, buf_2 208, inv_6 2, clkbuf_1 5, dlygate4sd3_1 1, clkbuf_16 27, buf_8 2, buf_16 2
buf_12 3, dfxtp_2 41, buf_4 19, nor2b_1 95, nor2b_4 40, dfxtp_4 10, clkdlybuf4s50_1 225, bufinv_16 4
dfxtp_1 174, clkbuf_8 8, nor2b_2 90
-- repair_timing --
| item | CTS | global route |
|---|---|---|
| hold endpoints to repair | 2 | 0 |
| gates resized | 781 | 34 |
| hold buffers | 1 | 0 |
| setup endpoints to repair | 225 | 275 |
-- per-layer routing --
layer	share of wire [%]	vias up
met5	0.18	-
met1	38	2213
met3	15	36
met2	45	325
met4	2.2	6
li1	-	2390
-- cells by family after synthesis --
family	count (synthesis)	synth area share, %
DFF	225	67.04
and+or+nand+nor	225	28.77
buffers and inverters	25	4.190
-- layout make-up --
type	count	area [um^2]	area share, %
flip-flops and latches	225	4593	37.52
repair buffers	479	3805	31.08
multi-input cells	225	1933	15.79
well taps	773	967.2	7.901
clock buffers	40	804.5	6.573
clock inverters	6	137.6	1.124
-- power breakdown --
part | internal (mW) | switching [mW] | total, mW
sequential | 9.46 | 0.150 | 9.61
combinational | 1.57 | 0.614 | 2.18
clock | 6.53 | 3.68 | 10.2
total | 17.6 | 4.45 | 22.0
-- how the worst min path moves through the flow --
stage	from	endpoint	slack, ns	cells past startpoint
4_1_cts	RD1D[21]	RD1D_buf[21]$_SDFF_PP0_	0.16	2
5_1_grt	RD1D[21]	RD1D_buf[21]$_SDFF_PP0_	0.16	2
6_report	RD1D[21]	RD1D_buf[21]$_SDFF_PP0_	0.21	2
Power figures rest on the tool's default switching activity, not on a simulated workload.
