==> design/flow/design.v <==
module dataMuxer(input [31:0] in0, input [31:0] in1, 
	input select, output [31:0] out);
   assign out = (select)? in1 : in0;
endmodule  
module registerMuxer(input [4:0] in0, input [4:0] in1, 
	input select, output [4:0] out);
   assign out = (select)? in1 : in0;
endmodule  
module triStateMuxer(in00, in01, in10, select, out);
   input [31:0] in00, in01, in10;
   input [1:0] 	select;
   output [31:0] out;
   reg [31:0] 		 out_next;
   assign out = out_next;
   always @(*)
     begin
	case (select)
	  2'b00: out_next <= in00;
	  2'b01: out_next <= in01;
	  2'b10: out_next <= in10;
	  2'b11: out_next <= in10;
	  default: out_next <= in00;
	endcase  
     end
endmodule  
module triStateRegisterMuxer(in00, in01, in10, select, out);
   input [4:0] in00, in01, in10;
   input [1:0] select;
   output [4:0] out;
   reg [4:0] 	out_next;
   assign out = out_next;
   always @(*)
     begin
	case (select)
	  2'b00: out_next <= in00;
	  2'b01: out_next <= in01;
	  2'b10: out_next <= in10;
	  2'b11: out_next <= in10;
	  default: out_next <= 5'bx;
	endcase  
     end
endmodule  
module loHiForwardMuxer(normal, forwardDataLoE, forwardDataHiE, forwardDataLoM, forwardDataHiM, ForwardLoE, ForwardHiE, out);
   input [31:0] normal, forwardDataLoE, forwardDataHiE, 
		forwardDataLoM, forwardDataHiM;
   input [1:0] 	ForwardLoE, ForwardHiE;
   output [31:0] out;
   reg [31:0] 	 out_next;
   assign out = out_next;
   always @(*) begin
      case({ForwardLoE, ForwardHiE})
	4'b0001: out_next <= forwardDataHiM;
	4'b0010: out_next <= forwardDataHiE;
	4'b0100: out_next <= forwardDataLoM;
	4'b1000: out_next <= forwardDataLoE;
	default: out_next <= normal;
      endcase  
   end  
endmodule  
==> design/flow/run.sh <==
#!/bin/bash
# OpenROAD 26Q1-2900-gdf79404cd8, Yosys 0.63+post, stock flow scripts
make -C /OpenROAD-flow-scripts/flow DESIGN_CONFIG=/design/flow/config.mk WORK_HOME=/design/flow/orfs finish
==> design/flow/config.mk <==
export PLATFORM = sky130hd
export DESIGN_NAME = loHiForwardMuxer
export DESIGN_NICKNAME = loHiForwardMuxer
export VERILOG_FILES = /design/flow/design.v
export SDC_FILE = /design/flow/constraint.sdc
export NUM_CORES = 4
export LEC_CHECK = 1
export CORE_AREA = 10 10 84 84
export DIE_AREA = 0 0 94 94
==> design/flow/constraint.sdc <==
current_design loHiForwardMuxer

set clk_period 7.1
set clk_io_pct 0.2

create_clock -name clk0 -period $clk_period

set non_clock_inputs [all_inputs -no_clocks]
set_input_delay [expr $clk_period * $clk_io_pct] -clock clk0 $non_clock_inputs
set_output_delay [expr $clk_period * $clk_io_pct] -clock clk0 [all_outputs]
==> impl_metrics.yaml <==
# implementation run metrics
clocking:
  ctsResizeCount: 0
  post_cts_buffers: 0
  hold_buffers: 0
logic_synthesis:
  yosys_warnings: 1
  ys_types: 23
  yosys_area_sq_mm: 0.00140
  avgSynthCellArea_sq_um: 7.87
  largest_area_cell: "a22oi_1"
  yosys-top-cells-area: "a22oi_1 (33%), mux2_2 (17%), o22ai_1 (14%), mux2_4 (11%), buf_2 (3.6%)"
  syn_area_sq_mm: 0.00140
  top_area_share_pct: 33.2
  syn_inst: 178
  ys_seq_share_pct: 0
  yosys_cells: 178
route:
  drt_iter0_markers: 74
  drc_errors: 0
  drt_wl_total_um: 8930
  viasPerCell: 5.24
  dr.pass1.iters: 4
  wl_per_cell_um: 20.9
  vias: 2238
  ant_nets: 0
  insertedDiodeCount: 0
placed_design:
  hpwl_um: 7600
  portBuffers: 196
  gp_congestion: 0.875
global_routing:
  grt.overflow.total: 0
  grt_pass1_wl_um: 13100
  grt_pass1_vias: 2289
  track_usage_pct: 18.6
  grt_max_degree: 17
  antenna_found_initial: 0
timing:
  fin_tns_setup_ns: 0
  max_freq_mhz: 195
  maxSlewHeadroom_pct: 72.2
  hold_viol_final: 0
  finalMaxSlewViolations: 0
  fin_crit_ns: 5.12
  setup_viol: 0
  worst_pin_slew_ns: 0.415
  finalCritPeriodShare_pct: 72.0
  rsz0062_at_grt: "false"
worst_setup_path:
  endpoint_kind: "output pin"
  setup.worst_path.start_class: "primary input"
  cp_max_fo: 16
  crit_arrival_ns: 3.70
  required_ns: 5.68
  worstSetupPathType: "primary input to output pin"
floorplanning:
  initCoreUtil_pct: 26.9
  dieHeight_um: 94
  coreArea_sq_mm: 0.00520
  row_count: 26
  die_area_sq_mm: 0.00884
  io_pins: 196
  die_w_um: 94
finish:
  clock_buffers: 0
  seq_area_sq_um: 0
  layout.cells.most_common: "clkdlybuf4s50_1"
  drive_above_1_share_pct: 13.2
  mostFrequentLayoutCells: "clkdlybuf4s50_1 (196), a22oi_1 (62), o22ai_1 (32)"
  area_growth_pct: 140
  flops: 0
run_status:
  status: "completed"
power:
  total_power_w: 0.000211
  powerDensity_mw_per_mm2: 62.8
  peakVddDrop_mv: 0.0377
  leakage_nw: 1.18
worst_hold_path:
  hp-class: "primary input to output pin"
run:
  openroad.warnings: 33
  drv_cap: 0
## routing by layer
layer / routed length [um] / global-route usage (%) / up-vias
met3: 1090 / 7.67 / 6
met2: 4340 / 32.4 / 144
met1: 3420 / 21.3 / 993
met5: 0 / 0 / -
li1: - / - / 1095
met4: 78 / 1.65 / 0
## synth_stat cells
| cell | number |
|---|---|
| a22o_1 | 1 |
| a22oi_1 | 62 |
| buf_1 | 1 |
| buf_2 | 10 |
| buf_4 | 5 |
| buf_6 | 4 |
| clkbuf_1 | 5 |
| clkbuf_2 | 2 |
| inv_1 | 1 |
| mux2_1 | 1 |
| mux2_2 | 21 |
| mux2_4 | 10 |
| nand2_1 | 2 |
| nand2b_1 | 1 |
| nand3b_1 | 1 |
| nor2_1 | 2 |
| nor2b_1 | 8 |
| o21ai_0 | 2 |
| o21ai_2 | 1 |
| o22ai_1 | 32 |
| o32ai_4 | 1 |
| or2_2 | 4 |
| xor2_1 | 1 |
## report_power, final
part           internal [W]  switching, W  total [W]  leakage, nW
Sequential                0             0          0            0
Clock                     0             0          0            0
Combinational      0.000151     0.0000604   0.000211         1.18
Total              0.000151     0.0000604   0.000211         1.18
## area by class of cell
type                       count  area [sq um]
timing repair buffer         206          2040
fill                         477          1850
multi-input combinational    150          1230
tap                           70          87.6
inverter                       1          3.75
## kinds of logic (layout without fill, tap and decap cells)
family	count (synthesis)	in the layout	share of synthesized area (%)
AOI/OAI and AO/OA	99	99	51.5
xor gates and xnor gates	1	1	0.626
buffers and inverters	28	207	12.1
muxes	32	32	28.4
and+or+nand+nor	18	18	7.42
## per-stage QoR
stage | hold WS [ns] | std cells | setup WS [ns] | utilization [%] | cell area [sq um]
floorplan | 2.91 | 178 | 3.11 | - | 1400
global placement | 3.86 | 427 | 2.01 | 64.5 | 3360
detailed placement | 3.86 | 427 | 1.99 | 64.5 | 3360
CTS | 3.86 | 427 | 1.99 | 64.5 | 3360
global route | 3.88 | 427 | 1.82 | 64.5 | 3360
finish | 3.85 | 427 | 1.98 | 64.5 | 3360
## worst max-delay path: stages
cell and delay [ns]:
clkdlybuf4s50_1 0.72, xor2_1 0.21, o21ai_2 0.09, o32ai_4 0.13
buf_4 0.31, mux2_2 0.37, clkdlybuf4s50_1 0.44
## final timing paths
kind | slack [ns] | endpoint | cells past startpoint | from
worst min-delay path | 3.85 | out[10] | 3 | normal[10]
worst max-delay path | 1.98 | out[15] | 7 | ForwardLoE[1]
Power is estimated from default activity; no workload was simulated.
